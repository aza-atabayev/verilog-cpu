## flow/run.sh

```bash
#!/bin/bash
# OpenROAD 26Q1-2900-gdf79404cd8, Yosys 0.63+post, stock flow scripts
make -C /OpenROAD-flow-scripts/flow DESIGN_CONFIG=/design/flow/config.mk WORK_HOME=/design/flow/orfs finish
```

## flow/config.mk

```make
export PLATFORM = sky130hd
export DESIGN_NAME = ALU
export DESIGN_NICKNAME = ALU
export VERILOG_FILES = /design/flow/design.v
export SDC_FILE = /design/flow/constraint.sdc
export NUM_CORES = 4
export LEC_CHECK = 1
export CORE_UTILIZATION = 50
```

## flow/constraint.sdc

```tcl
current_design ALU

set clk_period 12.0
set clk_io_pct 0.2

create_clock -name clk0 -period $clk_period

set non_clock_inputs [all_inputs -no_clocks]
set_input_delay [expr $clk_period * $clk_io_pct] -clock clk0 $non_clock_inputs
set_output_delay [expr $clk_period * $clk_io_pct] -clock clk0 [all_outputs]
```

## flow/design.v

```verilog
module ALU(A,B,OP,C,BrTkn);
	input wire [31:0] A;
	input wire [31:0] B;
	input wire [3:0] OP;
	output reg [31:0] C;
    output reg BrTkn;
	always @(*) begin
        BrTkn = 0;
        C = 0;
	    case (OP) 
	    4'b0000 :
            begin
                C = A + B;
                BrTkn = 0;
	        end
	    4'b0001 : 
            begin
                C = A - B;
                BrTkn = 0;
	        end
	    4'b0010 : 
            begin
                if ($signed(A) < $signed(B)) begin
                    BrTkn = 1;
                    C = 1;
                end
                else begin 
                    BrTkn = 0;
                    C = 0;
                end
            end
	    4'b0011 : 
            begin
                if ($signed(A) >= $signed(B)) begin
                    BrTkn = 1;
                    C = 1;
                end
                else begin 
                    BrTkn = 0;
                    C = 0;
                end
            end
	    4'b0100 : 
            begin
                if ($unsigned(A) < $unsigned(B)) begin
                    BrTkn = 1;
                    C = 1;
                end
                else begin 
                    BrTkn = 0;
                    C = 0;
                end
            end
	    4'b0101 : 
            begin
                if ($unsigned(A) >= $unsigned(B)) begin
                    BrTkn = 1;
                    C = 1;
                end
                else begin 
                    BrTkn = 0;
                    C = 0;
                end
            end
	    4'b0110 : C = A ^ B;
	    4'b0111 : C = A & B;
	    4'b1000 : C = A | B;
        4'b1001 : C = A << B;
	    4'b1010 : C = A >> B;
	    4'b1011 : C = $signed(A) >>> B;
        4'b1100 : 
            begin
                if (A == B)
                    BrTkn = 1;
                else 
                    BrTkn = 0;
            end
	    4'b1101 : 
            begin
                if (A != B)
                    BrTkn = 1;
                else 
                    BrTkn = 0;
            end
	  endcase
	end
endmodule
```

==> out/summary.log <==
INFO  floorplanning  dieHeight=142.4um
INFO  sta            worst_slack=2616ps
INFO  logic_synthesis syn_inst=1438
INFO  floorplanning  design.portCount=101
INFO  grt            gr_ovfl_total=0
INFO  logic_synthesis post_synth.cell_area_avg=6.855um^2
INFO  grt            first_global_vias=11320
INFO  pwr            vdd_drop_max=0.06051mV
INFO  finish         layout_top_cell=nor2_1
INFO  route          route.antenna.diode_count=0
INFO  logic_synthesis synth-area-yosys=9858um^2
INFO  route          mean_routed_wirelength_per_cell=27.80um
INFO  logic_synthesis synth_seq_share=0%
INFO  clock_tree     holdBufCountCts=0
INFO  finish         regArea=0um^2
INFO  finish         synthToLayoutAreaGrowth=10.06%
INFO  finish         fin_util=57.05%
INFO  worst_setup_path timing.critical_path.from_type=input port
INFO  finish         stdcell_area=10850um^2
INFO  sta            final_max_slew_viol_count=0
INFO  finish         most-common-layout-cells=nor2_1 (164), nand2_1 (116), a21oi_1 (114)
INFO  sta            period_minus_slack=9384ps
INFO  sta            hold_violations=0
INFO  floorplanning  placeableCoreArea=19020um^2
INFO  floorplanning  die_outline_area=20280um^2
INFO  route          routed_wirelength=47.71mm
INFO  placement      dpl_worst_slack=2748ps
INFO  sta            period_used_share=78.20%
INFO  sta            grt_setup_unrepaired=false
INFO  route          post_drt_via_cell_ratio=7.172
INFO  logic_synthesis yosys-stat-cells=1438
INFO  finish         seq_cells=0
INFO  sta            setup_total_negative_slack=0ps
INFO  grt            grt_start_max_net_pins=67
INFO  finish         filler_cell_count=1811
INFO  grt            grt_first_pass_wirelength=70.65mm
INFO  worst_hold_path hold_class=in -> out
INFO  placement      detailed_place.area=10850um^2
INFO  route          first_iter_violations=1386
INFO  worst_setup_path critical_path.max_fanout=23
INFO  clock_tree     cts_repair_resize_count=0
INFO  logic_synthesis yosys_warnings=1
INFO  sta            timing.slew.headroom=32.50%
INFO  worst_setup_path cp-end-kind=output pin
INFO  status         status=finished clean
INFO  logic_synthesis synth_area=9858um^2
INFO  worst_setup_path timing_worst_setup_path_type=in -> out
INFO  sta            tightest_slew=986.9ps
INFO  floorplanning  floorplanUtilization=51.84%
INFO  route          routed_via_count=12310
INFO  pwr            power.density_cell_area=43.39nW/um^2
INFO  route          detail_route.drc_violations=0
INFO  floorplanning  die_w=142.4um
INFO  placement      gp_congestion=1.168
INFO  sta            clock.fmax=106.6MHz
INFO  grt            grt_antenna_before_repair=1
INFO  pwr            power_leakage=4.304nW
INFO  route          postRouteAntennaNets=0
INFO  finish         number_of_clock_tree_buffers_in_the_layout=0
INFO  grt            track_usage=48.25%
INFO  worst_setup_path worst_ep_arrival_time=6980ps
INFO  sta            setup_viol_count_final=0
INFO  job            openroad.warnings=97
INFO  placement      dpl.hpwl=37.07mm
INFO  placement      io_buffers=101
INFO  job            drv.max_cap_violation_count=0
INFO  floorplanning  core.rowCount=50
INFO  logic_synthesis yosys.cell_types.count=101
INFO  route          detail_route.first_pass.iterations=8
INFO  worst_setup_path critPathRequiredTime=9600ps
INFO  finish         post_route_cells_drive_above_1_share=8.448%
INFO  clock_tree     postCtsSetupRepairBufs=0
metrics by stage:
stage | std cells | total power, mW | hold slack (ps)
global route | 1716 | 0.4994 | 5891
floorplan | 1438 | 0.2945 | 5030
global placement | 1716 | 0.4540 | 5861
CTS | 1716 | 0.4545 | 5866
finish | 1716 | 0.4708 | 5881
detailed placement | 1716 | 0.4518 | 5859
critical path: stages:
cell	delay (ps)
clkdlybuf4s50_1	460
buf_4	280
clkinv_1	390
ha_1	560
nor3_1	550
o31ai_2	270
a211oi_4	410
o311ai_4	170
a2111oi_4	420
o31ai_1	120
o31ai_1	120
xnor2_1	120
o21bai_1	210
clkdlybuf4s50_1	510
cell usage after synthesis (34+ instances only):
cell type,instances,share of area [%]
a211oi_1,38,2.9
a21oi_1,114,5.8
clkbuf_1,58,2.2
ha_1,96,12
inv_1,89,3.4
mux2i_1,81,8.2
mux4_2,42,9.6
nand2_1,116,4.4
nand3_1,35,1.8
nor2_1,164,6.2
nor3_1,57,2.9
o21ai_0,101,5.1
o22ai_1,34,2.2
power by group:
part	internal (mW)	switching (mW)	total, mW	leakage, nW
registers	0	0	0	0
logic	0.186	0.285	0.471	4.30
clock network	0	0	0	0
metal layers:
layer,vias to the layer above,GRT usage [%],routed length (um)
met4,2,27.96,3414
met2,1005,70.38,20010
met5,-,1.754,46
met3,207,15.25,6193
met1,5651,62.81,18040
li1,5443,-,-
cells by family (layout without fill, tap and decap cells):
logic type	Yosys count	after routing	share of synthesized area, %
adders and majority gates	98	98	12.59
muxes	131	131	18.76
and+or+nand+nor	484	484	23.15
buffers and inverters	209	227	9.303
AOI/OAI and AO/OA	489	489	33.80
xor gates and xnor gates	27	27	2.399
area by class of cell:
type	count	area [um^2]	share of cell area, %
multi-input cells	1229	8941	82.40
repair buffers	133	1231	11.35
well taps	260	325.3	2.998
inverters	94	352.8	3.252
worst paths after layout:
kind | slack [ps] | start | end | depth (start not counted)
max | 2620 | B[5] | C[23] | 14
min | 5880 | B[3] | C[0] | 5
Power figures rest on the tool's default switching activity, not on a simulated workload.
