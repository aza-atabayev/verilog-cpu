## flow/config.mk

```make
export PLATFORM = sky130hd
export DESIGN_NAME = MUX_4
export DESIGN_NICKNAME = MUX_4
export VERILOG_FILES = /design/flow/design.v
export SDC_FILE = /design/flow/constraint.sdc
export NUM_CORES = 4
export LEC_CHECK = 1
export CORE_AREA = 10 10 84 84
export DIE_AREA = 0 0 94 94
```

## flow/run.sh

```bash
#!/bin/bash
# OpenROAD 26Q1-2900-gdf79404cd8, Yosys 0.63+post, stock flow scripts
make -C /OpenROAD-flow-scripts/flow DESIGN_CONFIG=/design/flow/config.mk WORK_HOME=/design/flow/orfs finish
```

## flow/design.v

```verilog
module REG (
    input wire CLK,
    input wire write,
    input wire [31:0] IN,
    output wire [31:0] OUT
);
    reg [31:0] VAL;
    initial begin
        VAL = 0;
    end
    assign OUT = VAL;
    always @(negedge CLK) 
    begin
        if (write) 
        begin
            VAL <= IN;
        end
    end
endmodule
module MUX_2 (
    input wire [31:0] IN_0,
    input wire [31:0] IN_1,   
    input wire sel,
    output wire [31:0] OUT
);
assign OUT = sel ? IN_1 : IN_0;
endmodule
module MUX_3 (
    input wire [31:0] IN_0,  
    input wire [31:0] IN_1,  
    input wire [31:0] IN_2,  
    input wire[1:0] sel,
    output wire [31:0] OUT
);
assign OUT = sel[1] ? IN_2 : (sel[0] ? IN_1 : IN_0);
endmodule
module MUX_4 (
    input wire [31:0] IN_0,  
    input wire [31:0] IN_1,  
    input wire [31:0] IN_2,  
    input wire [31:0] IN_3,  
    input wire[1:0] sel,
    output wire [31:0] OUT
);
assign OUT = sel[1] ? (sel[0] ? IN_3 : IN_2) : (sel[0] ? IN_1 : IN_0);
endmodule
module PC_INC (
    input wire [31:0] PC_current, 
    output wire [31:0] PC_4
);
    assign PC_4 = PC_current + 4; 
endmodule 
module Br_Addr_ADD (
    input wire [31:0] BrImm, 
    input wire [31:0] PC_current, 
    output wire [31:0] BrAddr 
);
    assign BrAddr = BrImm + PC_current; 
endmodule 
```

## flow/constraint.sdc

```tcl
current_design MUX_4

set clk_period 1.0
set clk_io_pct 0.2

create_clock -name clk0 -period $clk_period

set non_clock_inputs [all_inputs -no_clocks]
set_input_delay [expr $clk_period * $clk_io_pct] -clock clk0 $non_clock_inputs
set_output_delay [expr $clk_period * $clk_io_pct] -clock clk0 [all_outputs]
```

==> results.txt <==
result of the run = complete, but fails checks
failing checks = negative setup slack
Inst Count DP = 267
number of violations reported at the end of detailed-routing iteration 0 = 25
worst-path fanout max = 8
delay of the slowest critical-path stage = 0.49 ns
routability cong. = 0.812
time the worst path needs with I/O delays and setup = 1.32 ns
Required @ worst endpoint = 0.80 ns
period utilisation layout = 132%
endpoint class of the critical path = output port
die height = 94 um
share of layout cells above drive strength 1 = 37.3%
yosys stat chip area = 815 um2
cell total in the yosys stat output = 39
flip-flop and latch count = 0
wire length of the first global-routing pass = 9280 um
count of buffer and inverter cells on the critical path = 3
post-detail-place hpwl = 5700 um
mapped cell area = 815 um2
Arr. time, crit path = 1.12 ns
worst setup slack after layout = -0.317 ns
unrepaired setup endpoints after global routing = true
Setup crit start kind = input port
Die Span X = 94 um
type of the worst min-delay path = input port to output port
PnR Total Power = 0.000880 W
fmax = 760 MHz
maximum number of pins on one net before global-route repair = 17
total detailed-routing wirelength = 6580 um
OpenROAD warnings = 35
fill count = 523
count of final max-slew check failures = 0
class of the most critical setup path = input port to output port
DR WL/cell = 23.8 um
area growth from synthesis to layout = 193%
number of nets with antenna violations after detailed routing = 0
vias per inst = 4.36
final hold violation count = 0
# DRC = 0
final instance count without filler cells = 276
fp util = 15.6%
leak pwr = 1.13 nW
clkbuf count = 0
register area = 0 um2
first drt pass iteration count = 3
Min Hold Slack = 0.873 ns
Netlist cell types = 5
aggregate global routing overflow = 0
Total Die Area = 8840 um2
family with the most delay on the worst path = multiplexers
number of I/O port buffers = 162
Cell Pwr Density = 369 nW/um2
Peak VDD IR = 0.196 mV
number of top-level design ports = 162
standard-cell rows = 26
GRT Overall Usage = 14.3%
measured slew at the worst slew-check pin = 0.118 ns
tally of yosys warning messages = 0
via count of the first global-routing pass = 1,473
mean instance size in the synthesized netlist = 20.9 um2
pre-CTS worst setup slack = -0.922 ns
final setup violating endpoints = 32
initial antenna violation count = 2
area inside the core boundary = 5200 um2
cell with the largest stage delay on the worst path = sky130_fd_sc_hd__mux4_2
Slew HR = 92.2%
Synth Instances = 39
setup total negative slack = -9.33 ns
max-cap viol count = 0
vias = 1,202
crit path cell chain = buf_16 -> buf_12 -> mux4_2 -> buf_2
post-synthesis sequential area ratio = 0%
layout make-up:
type | count | area (um2) | share of cell area [%]
repair buffers | 172 | 1570 | 65.9
diodes | 2 | 5.00 | 0.210
well taps | 70 | 87.6 | 3.67
multi-input cells | 32 | 721 | 30.2
power breakdown:
part / switching (W) / internal (W) / total (W) / leakage, nW
clock: 0 / 0.000000000267 / 0.000000000267 / 0.0000127
sequential: 0 / 0 / 0 / 0
combinational: 0.000229 / 0.000652 / 0.000880 / 1.13
stage by stage:
| stage | area (um2) | utilization (%) |
|---|---|---|
| finish | 2380 | 45.8 |
| global route | 2380 | 45.7 |
| CTS | 2370 | 45.6 |
| detailed placement | 2480 | 47.6 |
| global placement | 2480 | 47.6 |
| floorplan | 823 | - |
placed cells by master, fill, tap and decap left out:
cell / count
sky130_fd_sc_hd__dlygate4sd2_1: 120
sky130_fd_sc_hd__mux4_2: 32
sky130_fd_sc_hd__buf_2: 31
sky130_fd_sc_hd__clkdlybuf4s15_1: 8
sky130_fd_sc_hd__buf_16: 6
sky130_fd_sc_hd__buf_12: 3
sky130_fd_sc_hd__diode_2: 2
sky130_fd_sc_hd__buf_4: 2
sky130_fd_sc_hd__bufbuf_16: 1
sky130_fd_sc_hd__buf_6: 1
synthesized netlist by cell type:
cell type,count,area share [%]
sky130_fd_sc_hd__mux4_2,30,83
sky130_fd_sc_hd__buf_12,3,7.4
sky130_fd_sc_hd__buf_2,3,1.8
sky130_fd_sc_hd__mux4_1,2,6.5
sky130_fd_sc_hd__buf_6,1,1.4
cell families (layout without fill, tap and decap cells):
logic type | count (synthesis) | count (layout) | synth area share, %
buffers and inverters | 7 | 172 | 10.6
other | 0 | 2 | 0
muxes | 32 | 32 | 89.4
timing repair:
| item | CTS | global route |
|---|---|---|
| gates resized | 265 | 0 |
| hold buffers | 0 | 0 |
| buffers inserted | 0 | 1 |
| gates cloned | 6 | 0 |
| setup endpoints to repair | 32 | 32 |
worst min-delay path: stages:
cell and delay, ns:
sky130_fd_sc_hd__clkdlybuf4s15_1 0.15, sky130_fd_sc_hd__mux4_2 0.22, sky130_fd_sc_hd__buf_2 0.10
path summary, 6_finish.rpt:
kind	startpoint	to	slack [ns]	depth (start not counted)
max	sel[0]	OUT[6]	-0.32	4
min	IN_3[31]	OUT[31]	0.87	3
routing by layer:
metal | vias to the layer above | wire length, um | track usage, %
li1 | 547 | - | -
met1 | 573 | 2080 | 14.8
met4 | 0 | 27 | 0.506
met3 | 2 | 704 | 6.14
met5 | - | 0 | 0
met2 | 80 | 3770 | 27.3
Power figures rest on the tool's default switching activity, not on a simulated workload.
