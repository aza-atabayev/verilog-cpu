**./run.sh**
```bash
#!/bin/bash
# OpenROAD 26Q1-2900-gdf79404cd8, Yosys 0.63+post, stock flow scripts
make -C /OpenROAD-flow-scripts/flow DESIGN_CONFIG=/design/flow/config.mk WORK_HOME=/design/flow/orfs finish
```
**./config.mk**
```make
export PLATFORM = sky130hd
export DESIGN_NAME = REG_FILE
export DESIGN_NICKNAME = REG_FILE
export VERILOG_FILES = /design/flow/design.v
export SDC_FILE = /design/flow/constraint.sdc
export NUM_CORES = 4
export LEC_CHECK = 1
export CORE_UTILIZATION = 30
```
**./constraint.sdc**
```tcl
current_design REG_FILE

set clk_period 66.6
set clk_io_pct 0.2

create_clock -name clk0 -period $clk_period [get_ports {CLK}]

set non_clock_inputs [all_inputs -no_clocks]
set_input_delay [expr $clk_period * $clk_io_pct] -clock clk0 $non_clock_inputs
set_output_delay [expr $clk_period * $clk_io_pct] -clock clk0 [all_outputs]
```
**./design.v**
```verilog
module REG_FILE #(
	parameter DWIDTH = 32,
	parameter MDEPTH = 32,
	parameter AWIDTH = 5
)  (
	input wire CLK,
	input wire WE,
	input wire RSTn,
	input wire [AWIDTH-1:0] RA1, RA2, WA,
	input wire [DWIDTH-1:0] WD,
	output wire [DWIDTH-1:0] RD1, RD2
);
	reg [DWIDTH-1:0] RF [MDEPTH-1:0];
	assign RD1 = RF[RA1];
	assign RD2 = RF[RA2];
	always @(negedge CLK)
	begin
		if(WE && (WA != {AWIDTH{1'b0}}))
		begin
        		RF[WA] <= WD;
    		end
		else if (~RSTn)
    		begin
			RF[0] <= 32'b0;
			RF[2] <= 32'hF00;
			RF[3] <= 32'h100;
			RF[1] <= 32'b0;
			RF[4] <= 32'b0;
			RF[5] <= 32'b0;
			RF[6] <= 32'b0;
			RF[7] <= 32'b0;
			RF[8] <= 32'b0;
			RF[9] <= 32'b0;
			RF[10] <= 32'b0;
			RF[11] <= 32'b0;
			RF[12] <= 32'b0;
			RF[13] <= 32'b0;
			RF[14] <= 32'b0;
			RF[15] <= 32'b0;
			RF[16] <= 32'b0;
			RF[17] <= 32'b0;
			RF[18] <= 32'b0;
			RF[19] <= 32'b0;
			RF[20] <= 32'b0;
			RF[21] <= 32'b0;
			RF[22] <= 32'b0;
			RF[23] <= 32'b0;
			RF[24] <= 32'b0;
			RF[25] <= 32'b0;
			RF[26] <= 32'b0;
			RF[27] <= 32'b0;
			RF[28] <= 32'b0;
			RF[29] <= 32'b0;
			RF[30] <= 32'b0;
			RF[31] <= 32'b0;
		end
		else
		begin
			RF[WA] <= RF [WA]; 
		end
	end
endmodule
```
==> impl_metrics.ini <==
; synthesis and place-and-route metrics
[pwr]
p_leak_nw = 27.3
swShare_pct = 32.0
ir_drop_mv = 0.0193
power_frac_seq_pct = 37.8
p_int_mw = 1.15
clockPowerShare_pct = 52.3
power_switching_mw = 0.542
pwr_density_cell_nw_per_um2 = 26.8
comb_power_share_pct = 9.9

[logic_synthesis]
netlist_instances = 6845
yosysUniqueCellTypes = 32
ys_area_um2 = 52700
ys_async_sr_fraction_pct = 0
ys_top_cells_by_area = dfxtp_1 39%, mux2i_1 19%, nand2_1 16%
yosysCellCount = 6845
postSynthSeqShare_pct = 38.9
ys.flops = 1024
syn_area_um2 = 52700
ys_warn_count = 1
synth-edff-count = 0
synthDominantCellAreaShare_pct = 38.9
top_area_cell = dfxtp_1
ys.flop_type = dfxtp_1
avgSynthCellArea_um2 = 7.70

[grt]
grt_usage_pct = 23.9
grt_first_pass_wirelength_um = 316000
grt_use_met1_pct = 30.0
antenna_found_initial = 9
use_met2_pct = 35.5
grt_busiest_layer = met2
grt_max_degree = 139
globalRouteOverflowTotal = 0
grt_pass1_vias = 52076
grtUsageMet3_pct = 8.05

[setup_path]
r2r_start = RF[29][23]
slowest_stage = buf_4
critical_path.top_delay_family = buffers and inverters
cp_max_fo = 138
critPathCapture = RF[26][5]
path_common_cell = buf_4
critical_path.cell_chain = clkdlybuf4s50_1 -> nor3_2 -> nand2_1 -> a21oi_4 -> buf_4 -> buf_4 -> buf_12 -> buf_4 -> a21oi_1
rrSetupSlack_ns = 65.92
crit_type = in2reg
endpoint_kind = flip-flop
slowest_delay_ns = 0.69
r2r.worst_path.cells = 2
required_ns = 33.85
critical_path_buf_inv_count = 5
timing.rr.end = RF[29][23]
crit_cells = 9
startpoint_type = input port
crit_arrival_ns = 18.31
startpoint = WA[4]

[floorplan]
pin_count = 114
chip_area_um2 = 177000
fp-row-count = 153
fp.dieW_um = 421
core_um2 = 174000
fp_util_pct = 30.2
die_height_um = 421

[final_timing]
slew_headroom_pct = 37.6
slew_violations = 0
setup-violations-final = 0
worstMarginPinSlew_ns = 0.934
finClkSkew_ns = 0
finalHoldViolCount = 0
fin_tns_setup_ns = 0
rsz0062_at_grt = false

[clock_tree]
clk_latency_ns = 0.72
cts_tree = built
cts_made_buffers = 106
ctsHoldBuffers = 0
cts_resized = 0
post_cts_buffers = 0
htree_num_levels = 3
root_buffer = clkbuf_16
clockBufferDepth = 3
clock-sinks = 1024
cts.clk_slew.worst_paths_ns = 0.03

[route]
vias = 54192
ant_nets = 0
routedWlPerCell_um = 21.5
vias_per_cell = 5.41
drtIter0Drc = 5747
first_pass_iters = 8
drt-total-wl_um = 215000
drc = 0

[job]
maxCapViolations = 0
openroad.warnings = 1030

[finish]
reg.largest.list = RF (1024)
regMostFlops = RF
final_util_pct = 36.2
areaGrowthSynthToFinish_pct = 19.9
largest_reg_flops = 1024
layout-drive-gt1-share_pct = 5.46
stdcell_count = 10020

[place]
dpl.hpwl_um = 117000
dp_cells = 8795
portBuffers = 113
gp_congestion = 0.939

[status]
status = completed

[hold_path]
min_path_type = reg2reg
min-delay-start = RF[29][13]
worst min-delay path: stages (launching register included):
cell	delay [ns]
dfxtp_1	0.30
nand2_1	0.05
a21oi_1	0.05
routing by layer:
metal	vias up	share of wire [%]
met4	10	6.2
met5	-	0.058
met3	674	11
met2	3080	44
met1	25477	38
li1	24951	-
synthesized netlist by cell type, types with 3 or more instances:
cell / count
nand2_1: 2207
a22oi_1: 192
mux2i_1: 1024
nor2_2: 5
or2_1: 3
buf_1: 44
nand2_2: 7
buf_4: 7
nand3_1: 199
a21oi_1: 1179
and3_1: 3
clkbuf_1: 328
nor3_1: 64
nand2b_1: 4
buf_2: 275
nor2_1: 33
a22o_1: 128
a31oi_1: 64
nor2b_1: 4
dfxtp_1: 1024
and2_1: 35
placed cells by master (no fill, tap or decap), types with 2 or more instances in the layout:
master	Yosys	final
a21oi_1	1179	1179
a22o_1	128	128
a22oi_1	192	192
a31oi_1	64	64
and2_1	35	33
and2_4	0	2
and3_1	3	3
and3b_1	2	2
buf_12	0	7
buf_4	7	159
buf_8	0	2
bufinv_16	0	21
clkbuf_16	0	111
clkdlybuf4s50_1	0	111
clkinv_4	0	2
clkinvlp_2	0	36
dfxtp_1	1024	1024
diode_2	0	4
inv_1	1	1038
inv_4	0	12
inv_6	0	2
mux2i_1	1024	1024
nand2_1	2207	2197
nand2_2	7	17
nand2b_2	0	4
nand3_1	199	199
nand3b_1	2	2
nor2_1	33	5
nor2_2	5	2
nor2_4	0	31
nor2b_4	0	4
nor3_1	64	64
nor3b_2	2	2
or2_1	3	3
or2_2	2	2
or3b_1	2	2
stage by stage:
stage	power (mW)	hold WS [ns]	cell area (um^2)	setup WS [ns]
2_1_floorplan	0.837	0.448	52700	18.73
3_3_place_gp	0.901	0.453	55500	15.13
3_5_place_dp	0.903	0.459	55500	15.05
4_1_cts	1.71	0.463	63100	15.79
5_1_grt	1.79	0.475	63100	15.38
6_report	1.69	0.463	63100	15.54
cells by family after synthesis:
kind of cell	synth area share (%)
AND-OR/OR-AND	16.9
buffers and inverters	5.37
flip-flops	38.9
multiplexers	19.5
AND/OR/NAND/NOR	19.4
layout make-up:
type | instances | area [um^2]
fillers | 17306 | 111000
well taps | 2325 | 2910
clock buffers | 111 | 2780
multi-input cells | 5166 | 29700
diodes | 4 | 10.0
repair buffers | 279 | 2470
clock inverters | 1111 | 4820
flip-flops and latches | 1024 | 20500
power by group through the flow:
stage,logic (mW),clock network [mW],registers (mW)
finish,0.168,0.886,0.640
CTS,0.163,0.905,0.640
global route,0.174,0.978,0.640
how the worst min path moves through the flow:
stage | end | cells past startpoint | slack, ns
CTS | RF[25][9] | 2 | 0.46
global route | RF[27][7] | 2 | 0.47
finish | RF[29][13] | 2 | 0.46
Power figures rest on the tool's default switching activity, not on a simulated workload.
